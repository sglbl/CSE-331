===== ./run.sh =====
#!/bin/bash
# OpenROAD 26Q1-2900-gdf79404cd8, Yosys 0.63+post, stock flow scripts
make -C /OpenROAD-flow-scripts/flow DESIGN_CONFIG=/design/flow/config.mk WORK_HOME=/design/flow/orfs finish

===== ./config.mk =====
export PLATFORM = sky130hd
export DESIGN_NAME = mux2x1_32bits
export DESIGN_NICKNAME = mux2x1_32bits
export VERILOG_FILES = /design/flow/design.v
export SDC_FILE = /design/flow/constraint.sdc
export NUM_CORES = 4
export LEC_CHECK = 1
export CORE_AREA = 10 10 70 70
export DIE_AREA = 0 0 80 80

===== ./constraint.sdc =====
current_design mux2x1_32bits

set clk_period 1.0
set clk_io_pct 0.2

create_clock -name clk0 -period $clk_period

set non_clock_inputs [all_inputs -no_clocks]
set_input_delay [expr $clk_period * $clk_io_pct] -clock clk0 $non_clock_inputs
set_output_delay [expr $clk_period * $clk_io_pct] -clock clk0 [all_outputs]

===== ./design.v =====
module mux2x1_32bits(input [31:0] a, input [31:0] b, input control, output [31:0] result);
	wire [31:0] and1, and2;
	genvar i;
	generate 
		for (i=0; i<32; i = i+1) begin : myandgate1
			and andgate(and1[i], a[i], ~control);
		end
	endgenerate
	generate 
		for (i=0; i<32; i = i+1) begin : myandgate2
			and andgate(and2[i], b[i], control);
		end
	endgenerate
	generate 
		for (i=0; i<32; i = i+1) begin : mygate
			or orgate(result[i], and1[i], and2[i]);
		end
	endgenerate
endmodule

==> out/metrics.cfg <==
[power_and_ir_drop]
max-vdd-ir-drop_mv=0.146
internal-power_uw=479
power_uw=611
switching_share=0.215
pwr-share-clk=0
pwr-share-seq=0
power_density_mw_per_mm2=393
leakagePower_uw=0.000845
switching_power_uw=132
comb_power_share=1.000

[grt]
grt_pass1_wl_um=4110
grt.total_usage=0.0780
antenna_found_initial=0
grt_start_max_net_pins=11
grt_overflow=0
first_global_vias=760

[critical_path]
cpMaxStageDelayCell=mux2_4
cpMostUsedCell=buf_12
endpoint=result[14]
cp_max_fo=5
cp_slowest_stage_delay_ns=0.28
startpoint=control
worstSetupPathType=input port to output pin
critPathRequiredTime_ns=0.80
cp-end-kind=output pin
startpoint_type=input port
arrival_ns=0.97
worstPathCellList=buf_12, buf_12, buf_8, mux2_4, buf_2

[final_layout]
flop_area_um2=0
drive_above_1_share=0.529
final_cell_mix=dlygate4sd2_1 (49), mux2_4 (32), buf_6 (20), buf_2 (13), clkdlybuf4s50_1 (12)
ff_count=0
layout_top_cell_excl_fill_tap=dlygate4sd2_1
nClkBuffers=0
syn2layout_area_growth_pct=186

[yosys]
synth_cell_type_count=4
synth-seq-area-share=0
synthCells=36
ys_area_um2=544
synth_warnings=0
avgSynthCellArea_um2=15.1
synth_area_um2=544
ys_cells=36

[place]
io_buffers=97
place_hpwl_um=2390
gp_congestion=0.776

[die]
ioPinCount=97
fp.dieW_um=80
die-area_mm2=0.00640
chipHeight_um=80
core_region_area_mm2=0.00342
initial_utilization=0.159
row_count=21

[detailed_routing]
ant_nets=0
via_count=687
diodes=0
dr.pass1.iters=2
via_per_inst=3.77
drc=0
drt_iter0_drc=3
wire_per_inst_um=15.1
totalWireLength_um=2750

[min_path]
min_path_type=input port to output pin

[final_timing]
fmax_mhz=852
final.min_clock_period_ns=1.17
worst_pin_slew_ns=0.108
setup_violations=32
report.final.slew_viol_count=0
whs_ns=0.699
rsz0062_at_grt=yes
fin_ws_ns=-0.173
finalCritPeriodShare=1.17
slew_headroom=0.928
hold_viol_final=0

[run_status]
status=finished with violations
violations=setup timing

[clocking]
hold_buffers=0

[job]
cap_viol_max_count=0
warnings=34

[area by class of cell]
| type | count | area (um^2) |
|---|---|---|
| Fill cell | 340 | 1860 |
| Multi-Input combinational cell | 32 | 480 |
| Tap cell | 46 | 57.6 |
| Timing Repair Buffer | 104 | 1020 |
[cell families (layout without fill, tap and decap cells)]
logic type | count (synthesis) | count (layout) | synth area share
buffers and inverters | 4 | 104 | 0.131
muxes | 32 | 32 | 0.869
[per-layer routing]
layer | routed length (um) | GRT usage | vias to the layer above
li1 | - | - | 337
met1 | 1100 | 0.0910 | 299
met2 | 1340 | 0.139 | 51
met3 | 313 | 0.0307 | 0
met4 | 0 | 0 | 0
met5 | 0 | 0 | -
[worst max-delay path, delay by kind of cell]
| kind | cells | cell delay, ns |
|---|---|---|
| mux | 1 | 0.28 |
| buf+inv | 4 | 0.49 |
[synthesized netlist by cell type, drive strengths merged]
library cell  instances  area [um^2]
mux2                 32          473
buf                   4         71.3
[power by group through the flow]
stage / combinational, uW / sequential [uW] / clock [uW]
after CTS: 608 / 0 / 0
after global routing: 654 / 0 / 0
final: 611 / 0 / 0
[per-stage QoR]
step / std cells / util / worst slack [ns] / TNS (ns) / instance area, um^2
after floorplan: 36 / - / 0.0669 / 0 / 544
after global routing: 182 / 0.455 / -0.198 / -3.83 / 1560
after global placement: 177 / 0.446 / -0.499 / -15.30 / 1520
final: 182 / 0.455 / -0.173 / -3.18 / 1560
after detailed placement: 177 / 0.446 / -0.503 / -15.34 / 1520
after CTS: 182 / 0.445 / -0.181 / -3.50 / 1520
[worst min-delay path by stage]
stage | from | endpoint | slack (ns) | cells after the start
after global routing | a[31] | result[31] | 0.73 | 3
final | b[4] | result[4] | 0.70 | 3
after CTS | b[7] | result[7] | 0.80 | 3
[repair_timing]
| item | CTS | global route |
|---|---|---|
| resized | 176 | 8 |
| gates cloned | 2 | 0 |
| buffers inserted | 3 | 0 |
| setup endpoints to repair | 32 | 32 |
Power is estimated from default activity; no workload was simulated.
