==> design/flow/design.v <==
module adder(input[31:0] a, input[31:0] b, input c_in, output[31:0] sum);
	wire c_in1, c_in2, c_in3, c_in4;
	wire c_in5, c_in6, c_in7, c_in8;
	wire c_in9, c_in10, c_in11, c_in12;
	wire c_in13, c_in14, c_in15, c_in16;
	wire c_in17, c_in18, c_in19, c_in20;
	wire c_in21, c_in22, c_in23, c_in24;
	wire c_in25, c_in26, c_in27, c_in28;
	wire c_in29, c_in30, c_in31, c_in32;
	adder_1_bit fa0_1(a[0], b[0], c_in, sum[0], c_in1);
	adder_1_bit fa1_2(a[1], b[1], c_in1, sum[1], c_in2);
	adder_1_bit fa2_3(a[2], b[2], c_in2, sum[2], c_in3);
	adder_1_bit fa3_4(a[3], b[3], c_in3, sum[3], c_in4);
	adder_1_bit fa4_5(a[4], b[4], c_in4, sum[4], c_in5);
	adder_1_bit fa5_6(a[5], b[5], c_in5, sum[5], c_in6);
	adder_1_bit fa6_7(a[6], b[6], c_in6, sum[6], c_in7);
	adder_1_bit fa7_8(a[7], b[7], c_in7, sum[7], c_in8);
	adder_1_bit fa8_9(a[8], b[8], c_in8, sum[8], c_in9);
	adder_1_bit fa9_10(a[9], b[9], c_in9, sum[9], c_in10);
	adder_1_bit fa10_11(a[10], b[10], c_in10, sum[10], c_in11);
	adder_1_bit fa11_12(a[11], b[11], c_in11, sum[11], c_in12);
	adder_1_bit fa12_13(a[12], b[12], c_in12, sum[12], c_in13);
	adder_1_bit fa13_14(a[13], b[13], c_in13, sum[13], c_in14);
	adder_1_bit fa14_15(a[14], b[14], c_in14, sum[14], c_in15);
	adder_1_bit fa15_16(a[15], b[15], c_in15, sum[15], c_in16);
	adder_1_bit fa16_17(a[16], b[16], c_in16, sum[16], c_in17);
	adder_1_bit fa17_18(a[17], b[17], c_in17, sum[17], c_in18);
	adder_1_bit fa18_19(a[18], b[18], c_in18, sum[18], c_in19);
	adder_1_bit fa19_20(a[19], b[19], c_in19, sum[19], c_in20);
	adder_1_bit fa20_21(a[20], b[20], c_in20, sum[20], c_in21);
	adder_1_bit fa21_22(a[21], b[21], c_in21, sum[21], c_in22);
	adder_1_bit fa22_23(a[22], b[22], c_in22, sum[22], c_in23);
	adder_1_bit fa23_24(a[23], b[23], c_in23, sum[23], c_in24);
	adder_1_bit fa24_25(a[24], b[24], c_in24, sum[24], c_in25);
	adder_1_bit fa25_26(a[25], b[25], c_in25, sum[25], c_in26);
	adder_1_bit fa26_27(a[26], b[26], c_in26, sum[26], c_in27);
	adder_1_bit fa27_28(a[27], b[27], c_in27, sum[27], c_in28);
	adder_1_bit fa28_29(a[28], b[28], c_in28, sum[28], c_in29);
	adder_1_bit fa29_30(a[29], b[29], c_in29, sum[29], c_in30);
	adder_1_bit fa30_31(a[30], b[30], c_in30, sum[30], c_in31);
	adder_1_bit fa31_32(a[31], b[31], c_in31, sum[31], c_in32);
endmodule
module adder_1_bit(input a, input b, input c_in, output sum, output c_out);
	wire sum_wire;
	wire cout_wire_1;
	wire cout_wire_2;
	wire cout_wire_3;
	and(cout_wire_1, a, b);
	xor(sum_wire, a, b);	
	xor(sum, c_in, sum_wire);
	and(cout_wire_3, a, c_in);	
	and(cout_wire_2, b, c_in);
	or(c_out, cout_wire_1, cout_wire_2, cout_wire_3);
endmodule
module incrementer(input reset_or_increment, input load_reg8, output ctr32);
	wire [31:0] slt_wire;
	reg [7:0] reg8_wire;
	wire [7:0] mux_wire;
	wire [7:0] add_wire;
	initial begin
	reg8_wire = 8'b0;
	end
	always @ (posedge load_reg8)
	begin
	if (reset_or_increment)
		reg8_wire <= 0;
	if (!reset_or_increment)
		reg8_wire <= mux_wire;
	end
	mux2x1_8bits gate1 (add_wire, 8'b00000000, reset_or_increment, mux_wire);
	adder_8bits gate2 (reg8_wire, 8'b00000001, 1'b0, add_wire);
	slt_32bits gate3 ({24'd0, reg8_wire}, 32'd32, slt_wire);
	not (ctr32, slt_wire[0]);
endmodule
module mux2x1_8bits (input [7:0] a, input [7:0] b, input control, output [7:0] result);
	wire [7:0] and1, and2;
	genvar i;
	generate 
		for (i=0; i<8; i = i+1) begin: myinc
			and (and1[i], a[i], ~control);
			and (and2[i], b[i], control);
			or (result[i], and1[i], and2[i]);
		end
	endgenerate
endmodule
module adder_8bits(input [7:0] a, input [7:0] b, input c_in, output [7:0] result);
	wire [7:0] wires;
	adder_1_bit add0(a[0], b[0], c_in, result[0], wires[0]);
	genvar i;
	generate 
		for (i=1; i<8; i = i+1) begin: myadder8
			adder_1_bit add(a[i], b[i], wires[i-1], result[i], wires[i]);
		end
	endgenerate
endmodule
module slt_32bits (input [31:0] A, input [31:0] B, output [31:0] result);
wire [31:0] wirevar;
	genvar i;
	generate 
		for (i=1; i<32; i = i+1) begin: mynotgate
			not notgate(result[i], 1'b1);
		end
	endgenerate
	substractor_32bits gate1(A, B, wirevar);
	or (result[0], wirevar[31], 1'b0);
endmodule
module substractor_32bits(input [31:0] a, input [31:0] b, output [31:0] result);
	wire [31:0] wirevar;
	xor_32bits gate1(b, 32'b11111111111111111111111111111111, wirevar);
	adder gate2(a, wirevar  , 1'b1, result);
endmodule
module xor_32bits(input [31:0] A, input [31:0] B, output [31:0] result);
	genvar i;
	generate 
		for (i=0; i<32; i = i+1) begin: mygate
			xor xorgate(result[i], A[i], B[i]);
		end
	endgenerate
endmodule
==> design/flow/run.sh <==
#!/bin/bash
# OpenROAD 26Q1-2900-gdf79404cd8, Yosys 0.63+post, stock flow scripts
make -C /OpenROAD-flow-scripts/flow DESIGN_CONFIG=/design/flow/config.mk WORK_HOME=/design/flow/orfs finish
==> design/flow/config.mk <==
export PLATFORM = sky130hd
export DESIGN_NAME = incrementer
export DESIGN_NICKNAME = incrementer
export VERILOG_FILES = /design/flow/design.v
export SDC_FILE = /design/flow/constraint.sdc
export NUM_CORES = 4
export LEC_CHECK = 1
export CORE_AREA = 10 10 70 70
export DIE_AREA = 0 0 80 80
==> design/flow/constraint.sdc <==
current_design incrementer

set clk_period 1.7
set clk_io_pct 0.2

create_clock -name clk0 -period $clk_period [get_ports {load_reg8}]

set non_clock_inputs [all_inputs -no_clocks]
set_input_delay [expr $clk_period * $clk_io_pct] -clock clk0 $non_clock_inputs
set_output_delay [expr $clk_period * $clk_io_pct] -clock clk0 [all_outputs]
==> flow_summary.yaml <==
# yosys + openroad results
run_status:
  outcome: "finished clean"
timing:
  worstMarginPinSlew_ps: 275
  rsz0062_at_grt: "false"
  finalCriticalPeriod_ps: 1610
  fmax_mhz: 622
  clock_skew_ps: 6.76
  slew_headroom_pct: 81.6
  setup_violations: 0
  period_used_pct: 94.6
  hold_violations: 0
  fin_tns_setup_ps: 0
  slew_viol_final: 0
detailed_routing:
  drt-pass1-iter-count: 2
  drt_iter0_drc: 3
  wl_per_cell_um: 5.51
  ant_nets: 0
  vias_per_cell: 2.24
  vias: 168
  n_antenna_cell: 0
  drcViolationCount: 0
  drt-total-wl_um: 413
global_routing:
  antenna_found_initial: 0
  grt_util_all_layers_pct: 1.63
  grt_pass1_wl_um: 800
  overflow: 0
  grt_max_degree: 9
  grt_pass1_vias: 197
clock_tree:
  clock_latency_ps: 260
  cts_root_buf: "clkbuf_4"
  clk_pin_slew_ps: 60
  clockBufferDepth: 2
  cts_tree: "done"
  cts.sinks: 8
  post-cts-setup-buffers: 0
  h-tree-depth: 1
  cts_buffers: 3
pwr:
  vdd_ir_drop_max_uv: 451
  seq_power_share_pct: 55.5
  p_leak_nw: 0.169
  sw_frac_of_total_pct: 20.3
  p_clk_share_pct: 40.9
  p_int_uw: 282
  combPwrFrac_pct: 3.6
  p_switching_uw: 71.8
  cellPowerDensity_nw_per_um2: 852
floorplanning:
  die_y_um: 80
  rows: 21
  die_w_um: 80
  io_pins: 3
  fp-utilization_pct: 8.64
  dieArea_um2: 6400
  core_area_um2: 3420
placed_design:
  io_buffers: 2
  place_congestion: 0.603
  place_area_um2: 373
  dp.cells: 72
job:
  tool_warnings: 25
  cap_viol_max_count: 0
setup_path:
  r2r_cells: 7
  critPathArrivalTime_ps: 1750
  required_ps: 1840
  crit_top_cell: "ha_2"
  cp.depth: 7
  slowest_delay_ps: 310
  path_delay_family: "adder cells"
  crit_path_end_kind: "flop"
  r2r_start: "reg8_wire[0]"
  crit_type: "reg2reg"
  startpoint: "reg8_wire[0]"
  cpMaxStageDelayCell: "dfxtp_2"
  cp_max_fo: 2
  cp_cell_sequence: "ha_2 > ha_2 > ha_2 > ha_2 > ha_1 > ha_2 > nor2b_1"
  path_buffers: 0
  start_kind: "flop"
min_path:
  hp-start: "reg8_wire[0]"
  min_path_type: "reg2reg"
  worstHoldPathCells: 1
logic_synthesis:
  ys_cells: 24
  yosysChipArea_um2: 295
  yosys_warnings: 1
  yosysUniqueCellTypes: 6
  ys_seq_share_pct: 54.2
  synth_flops: 8
  mappedNetlistArea_um2: 295
  synth_cells: 24
  syn_area_per_cell_um2: 12.3
cells_and_area:
  design_area_um2: 415
  area_growth_pct: 40.7
  largest_reg_flops: 8
  drive_above_1_share_pct: 34.5
  fin_cells: 75
  top_regs: "reg8_wire x8"
  largest-register: "reg8_wire"
cells by family after synthesis:
group | synth area share, %
XOR/XNOR | 2.97
adder cells (fa/ha/maj) | 25.4
flip-flops | 54.2
AND/OR/NAND/NOR | 17.4
final timing paths:
kind | to | slack [ps]
worst max-delay path | reg8_wire[6] | 90
worst min-delay path | reg8_wire[0] | 390
worst max register to register | reg8_wire[6] | 90
worst min register to register | reg8_wire[0] | 390
what timing repair did:
action | 4_1_cts | 5_1_grt
pin swaps | 1 | 1
gates resized | 3 | 5
hold buffers | 0 | 0
setup endpoints to repair | 3 | 2
cell usage in the layout, fill, tap and decap left out:
master / count
nor2_1: 2
clkdlybuf4s50_1: 1
dlygate4sd2_1: 1
dfxtp_1: 7
dfxtp_2: 1
xnor2_2: 1
or3_1: 1
clkbuf_4: 3
ha_1: 1
ha_2: 5
nor2b_1: 6
metrics by stage:
stage          hold WS, ps  power (mW)  utilization, %  setup slack, ps
3_3_place_gp           398       0.211            10.9             36.2
2_1_floorplan          389       0.206               -             72.2
4_1_cts                419       0.359            11.7             5.42
5_1_grt                417       0.379            12.2             15.7
3_5_place_dp           411       0.212            10.9            -6.04
6_report               392       0.354            12.2             92.3
routing by layer:
metal  GRT usage [%]  up-vias  wire, um
li1                -       90         -
met3            1.59        0        56
met4           0.352        0         0
met5               0        -         0
met2            2.01        6       144
met1            1.94       72       212
cells in the mapped netlist (all sizes together):
cell / n / area [um^2]
nor2b: 6 / 37.5
nor2: 2 / 7.51
xnor2: 1 / 8.76
or3: 1 / 6.26
ha: 6 / 75.1
dfxtp: 8 / 160
cell type report:
cell class	count	area [um^2]
timing repair buffer	2	18.8
tap	46	57.6
multi-input combinational	16	155
sequential	8	161
clock buffer	3	22.5
fill	398	3000
power groups by stage:
| stage | logic [mW] | registers, mW | clock network (mW) |
|---|---|---|---|
| after global routing | 0.0179 | 0.197 | 0.165 |
| after CTS | 0.0125 | 0.196 | 0.150 |
| final | 0.0127 | 0.197 | 0.145 |
Power figures rest on the tool's default switching activity, not on a simulated workload.
