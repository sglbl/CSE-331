File: flow/config.mk
export PLATFORM = sky130hd
export DESIGN_NAME = mux8x1_64bits
export DESIGN_NICKNAME = mux8x1_64bits
export VERILOG_FILES = /design/flow/design.v
export SDC_FILE = /design/flow/constraint.sdc
export NUM_CORES = 4
export LEC_CHECK = 1
export CORE_AREA = 10 10 228 228
export DIE_AREA = 0 0 238 238
File: flow/constraint.sdc
current_design mux8x1_64bits

set clk_period 2.5
set clk_io_pct 0.2

create_clock -name clk0 -period $clk_period

set non_clock_inputs [all_inputs -no_clocks]
set_input_delay [expr $clk_period * $clk_io_pct] -clock clk0 $non_clock_inputs
set_output_delay [expr $clk_period * $clk_io_pct] -clock clk0 [all_outputs]
File: flow/design.v
module mux8x1_64bits (input [63:0] a, input [63:0] b, input [63:0] c, 
							 input [63:0] d, input [63:0] e, input [63:0] f, 
							 input [63:0] g, input [63:0] h, input [2:0] control  , output [63:0] result);
	wire [63:0] w1;
	wire [63:0] w2;
	mux4x1_64bits g0 (a, b, c, d, control[1:0], w1);
	mux4x1_64bits g1 (e, f, g, h, control[1:0], w2);
	mux2x1_64bits g2 (w1, w2, control[2], result);						 
endmodule
module mux4x1_64bits (input [63:0] a, input [63:0] b, input [63:0] c, 
							 input [63:0] d, input [1:0] control, output [63:0] result);
	wire [63:0] m1_wire;
	wire [63:0] m2_wire;
	mux2x1_64bits mux1(a, b, control[0], m1_wire);
	mux2x1_64bits mux2(c, d, control[0], m2_wire);
	mux2x1_64bits mux3(m1_wire, m2_wire, control[1], result);
endmodule
module mux2x1_64bits (input [63:0] a, input [63:0] b, input control, output [63:0] result);
	wire [63:0] and1;
	wire [63:0] and2;
	genvar i;
	generate 
		for (i=0; i<=63; i = i+1) begin: mygate1
			and (and1[i], a[i], ~control);
		end
	endgenerate
	generate 
		for (i=0; i<=63; i = i+1) begin: mygate2
			and (and2[i], b[i], control);
		end
	endgenerate
	generate 
		for (i=0; i<=63; i = i+1) begin: mygate3
			or (result[i], and1[i], and2[i]);
		end
	endgenerate
endmodule
File: flow/run.sh
#!/bin/bash
# OpenROAD 26Q1-2900-gdf79404cd8, Yosys 0.63+post, stock flow scripts
make -C /OpenROAD-flow-scripts/flow DESIGN_CONFIG=/design/flow/config.mk WORK_HOME=/design/flow/orfs finish
==> run summary <==
Max IR drop VDD - 0.00009856 V
hold slack - 1539 ps
Int Power - 1.473 mW
Row Count - 79
die area - 56640 µm²
Hold/Removal Path Class - input pin to primary output
antenna violations before repair - 10
Port Buffers - 579
Post-Layout Cell Count - 1474
Hold Buf Count CTS - 0
sw frac - 28.05%
Least-Margin Pin Slew - 279.3 ps
clock group share of total power - 0%
fin crit period - 2525 ps
Die W - 238 µm
via count - 5534
total core area - 46750 µm²
stage-log warning count - 34
final estimated routing congestion in global placement - 1.032
worst-path fanout max - 8
overall power - 2.047 mW
main area contributors - mux4_2, mux2_2, buf_6, buf_1, clkbuf_1
failing checks - negative setup slack
Design Area, Final - 11380 µm²
routed len/inst - 26.23 µm
layout cells sized above 1 - 37.85%
first-pass GRT wire length - 50920 µm
hpwl dp - 33720 µm
vias in the first global route - 6530
flop count - 0
outcome - finished, violations left
sequential share of the synthesized area - 0%
YS chip area - 3832 µm²
P_leak - 4.286 nW
Final setup violation count - 5
Max Slew Vio Count - 0
area leader, netlist - mux4_2
top cells by count - mux4_2, mux2_2, buf_6
Die Y - 238 µm
Area leader share - 75.22%
mapped cell area - 3832 µm²
Synth Warn # - 0
Final WS setup - -25.15 ps
Overflow after GRT - 0
largest net degree at the start of global routing - 37
initial DRC count - 140
Worst setup EP type - primary output
Hold Path Depth - 4
cell with the most instances after synthesis - mux4_2
Pre-Place Util - 8.197%
Synth cell types - 7
register area - 0 µm²
P per Cell Area - 179.9 nW/µm²
Final ANT Viol Nets - 0
Placed Area - 10560 µm²
gr usage total - 12.90%
Area Overhead vs Synth - 197.0%
Post-Syn Instances - 227
Logic pwr share - 100.0%
Seq pwr share - 0%
Ports - 579
CP Launch Type - input pin
via/cell ratio - 3.754
Syn Area/Cell - 16.88 µm²
period utilization - 101.0%
# clk buffers - 0
yosys cell count - 227
DR pass1 iterations - 4
Placed Cells - 1415
drc violations - 0
Required @ worst endpoint - 2000 ps
Max transition margin - 81.38%
Fmax - 0.3960 GHz
kind of critical path - input pin to primary output
RSZ-0062 raised after global routing - yes
max-cap viol count - 0
NetSw - 0.5743 mW
Final Hold Fails - 0
WL final - 38670 µm
critical path arrival - 2030 ps
## layout by cell type (no fill, tap or decap)
cell type        count
clkdlybuf4s50_1    483
mux4_2             128
dlygate4sd2_1       46
buf_4               45
mux2_4              39
buf_6               34
mux2_2              25
buf_2               19
buf_12              12
buf_16              10
dlymetal6s2s_1       5
buf_8                5
clkbuf_2             4
diode_2              3
clkbuf_16            3
clkdlybuf4s15_1      3
clkdlybuf4s15_2      3
## per-stage QoR
stage | util [%] | setup slack, ps | TNS [ps]
2_1_floorplan | - | 394.4 | 0
3_3_place_gp | 22.59 | -457.3 | -21180
3_5_place_dp | 22.59 | -454.1 | -21080
4_1_cts | 24.15 | -114.4 | -810.4
5_1_grt | 24.33 | -83.35 | -536.3
6_report | 24.35 | -25.15 | -52.11
## final timing paths
path | from | endpoint | slack, ps
worst max-delay path | control[0] | result[3] | -30
worst min-delay path | g[23] | result[23] | 1540
## timing repair
item / CTS / global route
endpoints found under the setup margin: 64 / 33
cloned: 8 / 1
buffers inserted: 41 / 14
resized: 275 / 26
## power by group through the flow
stage	sequential (mW)	clock (mW)	combinational [mW]
global route	0	0.0000000542	2.16
finish	0	0.000000162	2.05
CTS	0	0	2.08
## worst max-delay path: stages
cell       delay (ps)
clkbuf_16         160
buf_16            140
buf_12            110
buf_12            110
buf_6              90
mux4_2            490
mux2_4            290
buf_6             120
## area by class of cell
type,count,area [µm²]
Timing Repair Buffer,672,6865
Antenna cell,3,7.507
Tap cell,607,759.5
Multi-Input combinational cell,192,3750
Fill cell,4943,35370
## logic make-up after synthesis
| logic type | count (synthesis) | synth area share, % |
|---|---|---|
| buf+inv | 35 | 5.975 |
| mux | 192 | 94.03 |
## metal layers
| layer | vias to the layer above | share of wire [%] | GRT usage, % |
|---|---|---|---|
| met5 | - | 0.18 | 0 |
| met4 | 12 | 3.1 | 3.864 |
| met3 | 44 | 13 | 6.000 |
| met2 | 446 | 49 | 22.59 |
| met1 | 2652 | 35 | 13.57 |
| li1 | 2380 | - | - |
Power figures rest on the tool's default switching activity, not on a simulated workload.
